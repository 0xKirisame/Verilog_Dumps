--- /design/flow/config.mk ---
export PLATFORM = sky130hd
export DESIGN_NAME = Final
export DESIGN_NICKNAME = Final
export VERILOG_FILES = /design/flow/design.v
export SDC_FILE = /design/flow/constraint.sdc
export NUM_CORES = 4
export LEC_CHECK = 1
export CORE_AREA = 10 10 101 101
export DIE_AREA = 0 0 111 111
export SYNTH_HDL_FRONTEND = slang
--- /design/flow/constraint.sdc ---
current_design Final

set clk_period 5.8
set clk_io_pct 0.2

create_clock -name clk0 -period $clk_period [get_ports {clk}]

set non_clock_inputs [all_inputs -no_clocks]
set_input_delay [expr $clk_period * $clk_io_pct] -clock clk0 $non_clock_inputs
set_output_delay [expr $clk_period * $clk_io_pct] -clock clk0 [all_outputs]
--- /design/flow/design.v ---
module BCD_counter(clk, reset, BCD);
input clk, reset;
output reg [3:0] BCD;
always @(posedge clk or negedge reset) begin
    if(reset==0) begin
        BCD <= 4'b0000;
    end
    else begin
        if (BCD == 4'd9) begin
            BCD <= 4'd0;
        end
        else begin
            BCD <= BCD + 1'b1;
        end
    end
end
endmodule
module Final(clk, reset, F);
    input clk, reset;
    output [6:0] F;
    wire one_hz_clk;
    wire [3:0] bcd_out;
    clock_divider U1 (
        .clk(clk),
        .reset(reset),
        .clkOut(one_hz_clk)
    );
    BCD_counter U2 (
        .clk(one_hz_clk),
        .reset(reset),
        .BCD(bcd_out)
    );
    BCD_7SEG U3 (
        .X(bcd_out),
        .F(F)
    );
endmodule
module clock_divider(clk, reset, clkOut);
input clk, reset;
output reg clkOut;
reg [24:0] counter;  
always @(posedge clk or negedge reset) begin
if(reset==0) begin
counter = 0;
clkOut = 0;
end
else begin
counter = counter + 1;
if (counter == 25000000) begin
clkOut = ~clkOut;
counter = 0;
end
end
end
endmodule
module BCD_7SEG(X,F);
	input [3:0] X;
	output [6:0] F;
	assign F[0] = !X[3] && X[2] && !X[0] || !X[3] && !X[2] && !X[1] && X[0];
	assign F[1] = !X[3] && X[2] && !X[1] && X[0] || !X[3] && X[2] && X[1] && !X[0];
	assign F[2] = !X[3] && !X[2] && X[1] && !X[0];		 
	assign F[3] = !X[3] && !X[2] && !X[1] && X[0] || !X[3] && X[2] && !X[1] && !X[0] || !X[3] && X[2] && X[1] && X[0];
	assign F[4] = !X[3] && X[0] || !X[2] && !X[1] && X[0] || !X[3] && X[2] && !X[1];							   
	assign F[5] = !X[3] && !X[2] && X[0] || !X[3] && !X[2] && X[1] || !X[3] && X[1] && X[0];						
	assign F[6] = !X[3] && !X[2] && !X[1] || !X[3] && X[2] && X[1] && X[0];											 
endmodule
--- /design/flow/run.sh ---
#!/bin/bash
# OpenROAD 26Q1-2900-gdf79404cd8, Yosys 0.63+post, stock flow scripts
make -C /OpenROAD-flow-scripts/flow DESIGN_CONFIG=/design/flow/config.mk WORK_HOME=/design/flow/orfs finish
==> metrics.cfg <==
[power]
design_power_total_mw=0.2867
power.leakage_nw=0.7772
power_density_relative_to_cell_area_mw_per_mm2=150.9
ir_worst_vdd_uv=94.37

[yosys]
yosys_cells=181
flip_flop_and_latch_count_after_synthesis=30
synthesis.area_mm2=0.001689
ys_chip_area_mm2=0.001689
yosys-top-cells-area=sky130_fd_sc_hd__dfrtp_1, sky130_fd_sc_hd__xor2_1, sky130_fd_sc_hd__xnor2_1
top_area_frac=0.4444
largest_area_cell=sky130_fd_sc_hd__dfrtp_1
synth_area_per_cell_um2=9.332
yosysWarningCount=0
flop_cell=sky130_fd_sc_hd__dfrtp_1
flip_flops_with_a_built_in_enable=0
synthCells=181
yosysSeqAreaShare=0.4444
asyncSetResetFlopFracSynth=1.000
synth_cell_type_count=36

[timing]
relSlewSlack=0.6009
maxSlewViolCount=0
layout_worst_path_cycle_share=0.4691
tns_ns=0
timing.clock.skew_ns=0.003780
layout_min_cycle_time_ns=2.721
grt_setup_unrepaired=false
register_pins_left_without_a_clock=4
worstMarginPinSlew_ns=0.5937
max_freq_ghz=0.3676
unconstrained_endpoints=11
finalSetupViolations=0
timing.final.hold_violations=0

[finish]
area_growth_pct=12.52
layout-drive-gt1-share=0.06011

[setup_path]
setup.worst_path.start=U1.counter[2]
critPathRequiredTime_ns=6.00
setup.worst_path.end=U1.clkOut
regToRegEndpoint=U1.clkOut
worst_path_largest_cell_delay_ns=0.58
crit_chain=nand3_2 > nor4_4 > a21oi_1 > a2111oi_0 > and4_1 > and4b_2 > xor2_1
critical_path_arrival_ns=2.92
worstReg2RegStart=U1.counter[2]
timing.critical_path.to_type=flop
critical_path_slowest_stage_cell=sky130_fd_sc_hd__nor4_4
cp_max_fo=13
cp_class=reg2reg
r2r_slack_ns=3.08
worst_setup_path_start_kind=flop
reg2reg_depth=7

[global_routing]
gr-usage-all-layers=0.04803
first_pass_grt_wire_length_um=5264
grt_max_degree=31
antenna_violations_before_repair=0
grt_pass1_vias=1184
grt_overflow=0

[place]
place_congestion=0.8442
hpwl_detailed_um=2164
number_of_input_and_output_port_buffers_inserted=8

[detailed_routing]
drt_iter0_drc=42
final_antenna_net_count=0
antenna_diode_count=0
remaining_drc_errors=0
drtPass1Iterations=6
detailroute.via_count=1243
routedWlPerCell_um=10.47
post_detailed_routing_wire_length_um=3016
viasPerCell=4.316

[status]
status=finished clean

[clock_tree]
ctsHtreeMaxLevel=1
clockRootBuffer=sky130_fd_sc_hd__clkbuf_8
cts_inserted_buffers=3
post-cts-setup-buffers=0
worst_skew_pair.late_latency_ns=0.27
cts-root-to-sink-buffers=2
clk_transition_reported_paths_ns=0.09
tritoncts=built
post_cts_hold_buffer_count=0
cts_repair_resize_count=0

[floorplan]
dieHeight_um=111
die_w_um=111
core_mm2=0.008134
floorplan.initialDensity=0.2077
ioPinCount=9
floorplan.rows=33
die_area_mm2=0.01232

[run]
max_cap_violations=0
tool_warnings=25

[min_path]
hold_path_class=reg2reg

[worst min path at each step]
| stage | startpoint | end | slack [ns] | depth (start not counted) |
|---|---|---|---|---|
| after CTS | U1.counter[0] | U1.counter[0] | 0.49 | 1 |
| after global routing | U1.counter[0] | U1.counter[0] | 0.53 | 1 |
| final | U1.counter[0] | U1.counter[0] | 0.49 | 1 |
[stage by stage]
stage                     hold slack [ns]  instances  cell area, um2  setup slack [ns]    util
after detailed placement           0.4778        285            1859             3.171  0.2286
after global routing               0.5292        288            1901             2.818  0.2337
after CTS                          0.4930        288            1901             3.115  0.2337
after floorplan                    0.4488        181            1689             3.496       -
after global placement             0.4763        285            1859             3.173  0.2286
final                              0.4886        288            1901             3.079  0.2337
[synthesized netlist by cell type (3+ instances only)]
cell type and n:
sky130_fd_sc_hd__a21oi_1 8, sky130_fd_sc_hd__and3_1 4, sky130_fd_sc_hd__and4_1 3, sky130_fd_sc_hd__clkbuf_1 6, sky130_fd_sc_hd__dfrtp_1 30, sky130_fd_sc_hd__nand2_1 19, sky130_fd_sc_hd__nand2b_1 6, sky130_fd_sc_hd__nand3_1 11
sky130_fd_sc_hd__nand4_1 7, sky130_fd_sc_hd__nor2_1 21, sky130_fd_sc_hd__nor3_1 6, sky130_fd_sc_hd__o21ai_0 5, sky130_fd_sc_hd__xnor2_1 11, sky130_fd_sc_hd__xor2_1 17
[registers in the layout (all words and copies together) (netlist names)]
signal / count
U1.counter: 25
U2.BCD: 4
U1.clkOut: 1
[cell type report]
class	instances	area (um2)
tap	105	131.4
timing repair buffer	9	87.58
clock buffer	3	41.29
fill	871	6233
inverter	1	3.754
sequential	30	750.7
multi-input combinational	140	885.9
[per-layer routing]
layer  routed length (um)  GRT usage  part of all wire
met4                   27    0.01128            0.0090
met1                 1481    0.06588              0.49
met3                   89   0.007115             0.030
met2                 1417    0.07783              0.47
met5                    0          0                 0
[kinds of logic (layout without fill, tap and decap cells)]
| kind of cell | after synthesis | in the layout | share of synthesized area |
|---|---|---|---|
| simple gates | 91 | 91 | 0.2993 |
| flops | 30 | 30 | 0.4444 |
| xor+xnor | 28 | 28 | 0.1452 |
| compound gates | 18 | 18 | 0.06074 |
| buf+inv | 11 | 13 | 0.03110 |
| mux | 2 | 2 | 0.01185 |
| fa+ha+maj | 1 | 1 | 0.007406 |
[where the power goes]
| part | internal, mW | switching, mW |
|---|---|---|
| combinational | 0.00103 | 0.00396 |
| sequential | 0.181 | 0 |
| clock | 0.0465 | 0.0542 |
[worst max-delay path, delay by kind of cell, from the launching register on]
kind	cells	cell delay, ns
and+or+nand+nor	4	1.52
AOI/OAI and AO/OA	2	0.54
DFF	1	0.44
xor gates and xnor gates	1	0.16
[layout by cell type, fill, tap and decap left out, drive strengths merged]
| cell | Yosys | final |
|---|---|---|
| clkdlybuf4s50 | 0 | 8 |
| a21oi | 8 | 8 |
| clkbuf | 8 | 3 |
| xor2 | 17 | 17 |
| and3 | 4 | 4 |
| ha | 1 | 1 |
| nor3 | 6 | 6 |
| or2 | 1 | 1 |
| nand4 | 8 | 8 |
| nor4b | 1 | 1 |
| nor2b | 2 | 2 |
| nor4 | 4 | 4 |
| nor2 | 21 | 21 |
| nand2 | 19 | 19 |
| nand3 | 12 | 12 |
| o21ai | 5 | 5 |
| a2111oi | 1 | 1 |
| a211oi | 2 | 2 |
| buf | 2 | 1 |
| mux2i | 2 | 2 |
| inv | 1 | 1 |
| a21o | 1 | 1 |
| and4b | 1 | 1 |
| or3 | 1 | 1 |
| xnor2 | 11 | 11 |
| and2 | 1 | 1 |
| and4 | 3 | 3 |
| dfrtp | 30 | 30 |
| nand2b | 6 | 6 |
| or3b | 1 | 1 |
| a31oi | 1 | 1 |
Power is estimated from default activity; no workload was simulated.
