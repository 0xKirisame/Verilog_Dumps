<file path="flow/design.v">
module ALU_64bit(A, B, opcode, F);
	input [2:0] A, B;
	input [2:0] opcode;
	output reg [2:0] F;
	always @(*) begin
		case(opcode)
			3'd0: F = A & B;
			3'd1: F = A | B;	 
			3'd2: F = A ^ B;
			3'd3: F = ~(A ^ B); 
			3'd4: F = A + B;  
			3'd5: F = A - B;
			3'd6: F = A >> B; 
			3'd7: F = A << B;  
		endcase
	end
endmodule
</file>
<file path="flow/run.sh">
#!/bin/bash
# OpenROAD 26Q1-2900-gdf79404cd8, Yosys 0.63+post, stock flow scripts
make -C /OpenROAD-flow-scripts/flow DESIGN_CONFIG=/design/flow/config.mk WORK_HOME=/design/flow/orfs finish
</file>
<file path="flow/config.mk">
export PLATFORM = sky130hd
export DESIGN_NAME = ALU_64bit
export DESIGN_NICKNAME = ALU_64bit
export VERILOG_FILES = /design/flow/design.v
export SDC_FILE = /design/flow/constraint.sdc
export NUM_CORES = 4
export LEC_CHECK = 1
export CORE_AREA = 10 10 70 70
export DIE_AREA = 0 0 80 80
export SYNTH_HDL_FRONTEND = slang
</file>
<file path="flow/constraint.sdc">
current_design ALU_64bit

set clk_period 2.6
set clk_io_pct 0.2

create_clock -name clk0 -period $clk_period

set non_clock_inputs [all_inputs -no_clocks]
set_input_delay [expr $clk_period * $clk_io_pct] -clock clk0 $non_clock_inputs
set_output_delay [expr $clk_period * $clk_io_pct] -clock clk0 [all_outputs]
</file>
==> ci_impl_report.md <==
### Metrics collected by this job

| Metric | Value |
|---|---|
| Sequential Area | 0 um2 |
| Mux contribution to synthesized area | 0.0448 |
| Worst-Margin Slew | approximately 400 ps |
| Pin count of the biggest net entering global routing | 18 |
| Top non-seq family | adder cells |
| Avg WL per Cell | 9.55 um |
| Power per cell area | 161 mW/mm2 |
| Post-Synthesis Cell Area | 447 um2 |
| Crit path kind | primary input to output pin |
| Hold Crit Class | primary input to output pin |
| Post-route cell area | 781 um2 |
| Area delta synth->final | 74.8% |
| Routed Antenna Nets | 0 |
| CP Capture Point | F[1] |
| Layout cell share with drive strength beyond 1 | 0.426 |
| Initial antenna violation count | 0 |
| Gr ovfl total | 0 |
| Slowest cell on crit path | fa_2 |
| First-pass GRT wire length | 2250 um |
| Distinct cells, synth | 20 |
| Cell total after placement | 134 |
| GPL Wtd Cong | 0.893 |
| Crit path from | B[0] |
| IO buf count | 12 |
| Horiz. Die Dim | 80 um |
| Top Layout Cells | buf_4 (20), nor2_1 (7), a21oi_1 (7) |
| Setup TNS | 0 ps |
| Crit path max fanout | 2 |
| Main area contributors | ha_1 (25%), xnor2_1 (12%), inv_1 (8.4%) |
| Core area | 0.00342 mm2 |
| Die height | approximately 80 um |
| Slew headroom | 0.732 |
| FP Core Util | 0.131 |
| RSZ-0062 raised after global routing | yes |
| First-pass DRT Iterations | 4 |
| Synth warn | 0 |
| Most used logic cell in the final layout | buf_4 |
| Total wire length | 1340 um |
| CP Launch Type | primary input |
| Post-layout period usage | 0.968 |
| Biggest area consumer among synthesized cells | ha_1 |
| Post-CTS Hold Buffers | 0 |
| Ao+oa area frac | 0.238 |
| Cell Rows | 21 |
| Stage-log warning count | 38 |
| Simple Share, Synth | 0.171 |
| Total I/O pin count | 12 |
| Critical Path Sink Type | output pin |
| Vias in the first global route | 487 |
| Adder Share, Synth | 0.297 |
| Area of the multi-input gates | 443 um2 |
| Post-synthesis cell count | 65 |
| Top cell area share | 0.252 |
| Final-layout clock buffer total | 0 |
| Final Hold Vio Count | 0 |
| Placed cell areas | 708 um2 |
| DR vias | approximately 540 |
| Syn Area/Cell | about 6.9 um2 |
| CP Data Arrival Time | approximately 2000 ps |
| VDD IR max | between 0.03 and 0.04 mV |
| Number of vias per cell | 3.87 |
| Run status | complete, no violations |
| XORs/XNORs by Area | 0.118 |
| Max Clk Rate | 397 MHz |
| Final HPWL DP | 1040 um |
| Max Cap Viol | 0 |
| Filler Cell Count | between 300 and 400 |
| Total GRT Usage | 0.0407 |
| Remaining DRCs | 0 |
| Ys cells | around 65 |
| Yosys Chip Area | 447 um2 |
| Fin crit period | 2520 ps |
| Final setup fails | 0 |
| Number of diodes | 0 |
| Max stage delay on crit path | 540 ps |
| Leakage | 0.356 nW |
| Synth Seq Share | 0 |
| Critical-path cell list | buf_2 -> inv_2 -> ha_4 -> mux2i_2 -> fa_2 -> inv_2 -> o21ai_2 -> a31oi_1 -> a21oi_1 -> buf_2 |
| Die ar. | 0.00640 mm2 |
| DR iter-0 viols | 30 |
| Cell Count, Final, Fillers Out | 140 |
| WP data required | 2080 ps |
| Final slew viol count | 0 |
| Flop count | 0 |
==> layer usage <==
layer  up-vias  GRT usage  share of wire
met4         0    0.00352              0
met2        15     0.0634           0.44
met3         0     0.0114          0.073
li1        280          -              -
met5         -          0              0
met1       247     0.0563           0.48
==> per-stage QoR <==
step,power (mW),util,hold slack (ps),setup WS [ps]
2_1_floorplan,0.0566,-,1140,237
3_3_place_gp,0.113,0.207,2170,-840
3_5_place_dp,0.114,0.207,2190,-839
4_1_cts,0.116,0.220,1520,37.1
5_1_grt,0.142,0.229,1550,-63.1
6_report,0.126,0.229,1510,82.2
==> where the power goes <==
group / internal (mW) / switching, mW / leakage (nW)
combinational: 0.0695 / 0.0565 / 0.356
clock: 0 / 0 / 0
sequential: 0 / 0 / 0
==> synth_stat cells <==
| cell type | number |
|---|---|
| inv_1 | 10 |
| ha_1 | 9 |
| nor2_1 | 8 |
| a21oi_1 | 7 |
| xnor2_1 | 6 |
| nand2_1 | 4 |
| o21ai_0 | 4 |
| nand3_1 | 3 |
| buf_2 | 2 |
| mux2i_1 | 2 |
| a2111oi_1 | 1 |
| a221o_1 | 1 |
| a22oi_1 | 1 |
| a31oi_1 | 1 |
| buf_6 | 1 |
| fa_1 | 1 |
| nand3b_1 | 1 |
| o311ai_1 | 1 |
| o41ai_1 | 1 |
| or3b_1 | 1 |
==> area by class of cell <==
class / instances / area share
inverters: 10 / 0.0481
multi-input cells: 52 / 0.567
well taps: 46 / 0.0737
repair buffers: 32 / 0.311
==> critical path: cells and delay by family <==
| kind | cells | cell delay (ps) |
|---|---|---|
| AND-OR/OR-AND | 3 | 330 |
| buffers and inverters | 4 | 300 |
| multiplexers | 1 | 70 |
| adder cells (fa/ha/maj) | 2 | 800 |
==> logic make-up (layout without fill, tap and decap cells) <==
kind of cell	Yosys count	after routing
adder cells (fa/ha/maj)	10	10
XOR/XNOR	6	6
AND-OR/OR-AND	17	17
multiplexers	2	2
AND/OR/NAND/NOR	17	17
buffers and inverters	13	42
==> worst min-delay path by stage <==
| stage | start | cells after the start | slack [ps] | endpoint |
|---|---|---|---|---|
| 5_1_grt | opcode[2] | 5 | 1550 | F[2] |
| 6_report | opcode[2] | 5 | 1510 | F[2] |
| 4_1_cts | opcode[2] | 5 | 1520 | F[2] |
==> timing repair <==
| item | 4_1_cts | 5_1_grt |
|---|---|---|
| endpoints found under the setup margin | 3 | 3 |
| gates resized | 39 | 8 |
| pin swaps | 9 | 4 |
| gates cloned | 0 | 0 |
| buffers inserted | 6 | 0 |
No activity file was given, so power comes from the tool's default toggle rates.
